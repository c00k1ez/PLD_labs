[flow/config.mk]
export PLATFORM = sky130hd
export DESIGN_NAME = stopwatch
export DESIGN_NICKNAME = stopwatch
export VERILOG_FILES = /design/flow/design.v
export SDC_FILE = /design/flow/constraint.sdc
export NUM_CORES = 4
export LEC_CHECK = 1
export CORE_UTILIZATION = 50
[flow/constraint.sdc]
current_design stopwatch

set clk_period 3.6
set clk_io_pct 0.2

create_clock -name clk0 -period $clk_period [get_ports {CLK_27}]

set non_clock_inputs [all_inputs -no_clocks]
set_input_delay [expr $clk_period * $clk_io_pct] -clock clk0 $non_clock_inputs
set_output_delay [expr $clk_period * $clk_io_pct] -clock clk0 [all_outputs]
[flow/design.v]
module Device_running_ctrl(
input CLK,
input START_STOP,
output reg device_running
);
	initial begin
		device_running <= 1'b0;
	end
	always@(posedge CLK) begin
		if (!START_STOP) device_running <= ~device_running;
		else device_running <= device_running;
	end
endmodule
module Hundredth_of_second_cnt(
input CLK,
input RESET,
input device_running,
output hundredth_of_second_passed
);
	reg [16:0] pulse_counter;
	assign hundredth_of_second_passed = (pulse_counter == 7'd269999);
	always @(posedge CLK or negedge RESET) begin
		if (!RESET) pulse_counter <= 0;
		else begin 
			if (device_running | hundredth_of_second_passed) begin
				if (hundredth_of_second_passed) pulse_counter <= 0;
				else pulse_counter <= pulse_counter + 1;
			end else pulse_counter <= pulse_counter;
		end
	end
endmodule
module stopwatch (
input CLK_27,
input [1:0] KEY,
output reg [6:0] HEX0,
output reg [6:0] HEX1,
output reg [6:0] HEX2,
output reg [6:0] HEX3
);
	reg [6:0] hundredth_of_second;
	reg [6:0] tenth_of_second;
	reg [6:0] unit_seconds;
	reg [6:0] dec_seconds;
	wire tenth_of_second_counted;
	wire unit_of_second_counted;
	wire dec_of_second_counted;
	wire dec_full;
	wire hundredth_of_second_passed;
	wire tenth_of_second_passed;
	wire unit_of_second_passed;
	wire dec_of_second_passed;
	initial begin
		hundredth_of_second <= 0;
		tenth_of_second <= 0;
		unit_seconds <= 0;
		dec_seconds <= 0; 
	end
	Device_running_ctrl ctrl_module (.CLK(CLK_27), 
					 .START_STOP(KEY[0]), 
					 .device_running(device_running));
	Hundredth_of_second_cnt hundredth_module (.CLK(CLK_27),
						  .RESET(KEY[1]), 
						  .device_running(device_running),
						  .hundredth_of_second_passed(hundredth_of_second_passed));
	assign tenth_of_second_counted = (hundredth_of_second == 7'd9);
	assign unit_of_second_counted = (tenth_of_second == 7'd9);
	assign dec_of_second_counted = (unit_seconds == 7'd9);
	assign dec_full = (dec_seconds == 7'd9);
	assign tenth_of_second_passed = hundredth_of_second_passed & tenth_of_second_counted;
	assign unit_of_second_passed = tenth_of_second_passed & unit_of_second_counted;
	assign dec_of_second_passed = unit_of_second_passed & dec_of_second_counted;
	always@(posedge CLK_27 or negedge KEY[1]) begin 
		if (!KEY[1]) begin
			hundredth_of_second <= 0;
		end
		else begin
			if (tenth_of_second_passed) hundredth_of_second <= 0;
			else if (hundredth_of_second_passed) hundredth_of_second <= hundredth_of_second + 1;
				  else hundredth_of_second <= hundredth_of_second;
			case (hundredth_of_second)
				7'b0000000: HEX3 = 7'b1000000;
				7'b0000001: HEX3 = 7'b1111001;
				7'b0000010: HEX3 = 7'b0100100;
				7'b0000011: HEX3 = 7'b0110000;
				7'b0000100: HEX3 = 7'b0011001;
				7'b0000101: HEX3 = 7'b0010010;
				7'b0000110: HEX3 = 7'b0000010;
				7'b0000111: HEX3 = 7'b1111000;
				7'b0001000: HEX3 = 7'b0000000;
				7'b0001001: HEX3 = 7'b0010000;
				default: HEX3 = 7'b0000000;
			endcase
		end
	end
	always@(posedge CLK_27 or negedge KEY[1]) begin 
		if (!KEY[1]) begin
			tenth_of_second <= 0;
		end
		else begin
			if (unit_of_second_passed) tenth_of_second <= 0;
			else if (tenth_of_second_passed) tenth_of_second <= tenth_of_second + 1;
				  else tenth_of_second <= tenth_of_second;
			case (tenth_of_second)
				7'b0000000: HEX2 = 7'b1000000;
				7'b0000001: HEX2 = 7'b1111001;
				7'b0000010: HEX2 = 7'b0100100;
				7'b0000011: HEX2 = 7'b0110000;
				7'b0000100: HEX2 = 7'b0011001;
				7'b0000101: HEX2 = 7'b0010010;
				7'b0000110: HEX2 = 7'b0000010;
				7'b0000111: HEX2 = 7'b1111000;
				7'b0001000: HEX2 = 7'b0000000;
				7'b0001001: HEX2 = 7'b0010000;
				default: HEX2 = 7'b0000000;
			endcase
		end
	end
	always@(posedge CLK_27 or negedge KEY[1]) begin 
		if (!KEY[1]) begin
			unit_seconds <= 0;
		end
		else begin
			if (dec_of_second_passed) unit_seconds <= 0;
			else if (unit_of_second_passed) unit_seconds <= unit_seconds + 1;
				  else unit_seconds <= unit_seconds;
			case (unit_seconds)
				7'b0000000: HEX1 = 7'b1000000;
				7'b0000001: HEX1 = 7'b1111001;
				7'b0000010: HEX1 = 7'b0100100;
				7'b0000011: HEX1 = 7'b0110000;
				7'b0000100: HEX1 = 7'b0011001;
				7'b0000101: HEX1 = 7'b0010010;
				7'b0000110: HEX1 = 7'b0000010;
				7'b0000111: HEX1 = 7'b1111000;
				7'b0001000: HEX1 = 7'b0000000;
				7'b0001001: HEX1 = 7'b0010000;
				default: HEX1 = 7'b0000000;
			endcase
		end
	end
	always@(posedge CLK_27 or negedge KEY[1]) begin 
		if (!KEY[1]) begin
			dec_seconds <= 0;
		end
		else begin
			if (dec_full) dec_seconds <= 0;
			else if (dec_of_second_passed) dec_seconds <= dec_seconds + 1;
				  else dec_seconds <= dec_seconds;
			case (dec_seconds)
				7'b0000000: HEX0 = 7'b1000000;
				7'b0000001: HEX0 = 7'b1111001;
				7'b0000010: HEX0 = 7'b0100100;
				7'b0000011: HEX0 = 7'b0110000;
				7'b0000100: HEX0 = 7'b0011001;
				7'b0000101: HEX0 = 7'b0010010;
				7'b0000110: HEX0 = 7'b0000010;
				7'b0000111: HEX0 = 7'b1111000;
				7'b0001000: HEX0 = 7'b0000000;
				7'b0001001: HEX0 = 7'b0010000;
				default: HEX0 = 7'b0000000;
			endcase
		end
	end
endmodule
[flow/run.sh]
#!/bin/bash
# OpenROAD 26Q1-2900-gdf79404cd8, Yosys 0.63+post, stock flow scripts
make -C /OpenROAD-flow-scripts/flow DESIGN_CONFIG=/design/flow/config.mk WORK_HOME=/design/flow/orfs finish
==> flow_summary_export.csv <==
group,metric,value,unit
setup_path,worstSetupEndpointType,"flip-flop",
global_routing,grtUsageTotal,17.2,%
floorplanning,chip_area,7800,µm²
detailed_routing,drt_iter0_markers,83,
global_routing,busiest_layer,"met1",
power,p_per_area,442,nW/µm²
detailed_routing,viasPerCell,5.22,
power,p_leak,0.00179,µW
job,tool_warnings,41,
final_layout,fillerInstances,621,
yosys,yosysTopAreaCell,"dfrtp_1",
yosys,synthArstFlopShare,60.8,%
detailed_routing,drt_first_pass_iters,4,
power,power.total,1910,µW
place,place_hpwl,4300,µm
setup_path,startpoint_type,"flip-flop",
final_timing,period_minus_slack,2.21,ns
final_timing,clock-skew-final,0.00940,ns
cts,insertion_delay,0.34,ns
final_timing,timing.final.crit_share,61.4,%
yosys,ys_seq_share,53.6,%
setup_path,crit_chain,"inv_1 -> ha_1 -> and2b_2 -> nand3_1 -> nor4_4 -> nand4_1 -> mux2_1",
final_layout,drive_gt1_share,9.33,%
setup_path,r2r_end,"dec_seconds[4]",
cts,cts_buffers,9,
setup_path,cp_top_family,"simple AND/OR/NAND/NOR gates",
floorplanning,placementRows,31,
cts,cts-resized-gates,0,
setup_path,reg2reg_from,"tenth_of_second[1]",
cts,cts.path.max_buffers,2,
cts,holdBufCountCts,0,
final_timing,hold_viol,0,
global_routing,grt_util_met1,29.7,%
power,vdd_drop_max,264,µV
floorplanning,core_area,7210,µm²
job,max_cap_viol_count,0,
global_routing,overflow,0,
yosys,top_cells_by_area,"dfrtp_1 (30%), edfxtp_1 (23%), ha_1 (7.0%)",
cts,tritoncts,"built",
yosys,ff_type,"dfrtp_1",
detailed_routing,finalWirelength,6100,µm
setup_path,worstPathRequired,3.82,ns
final_timing,relSlewSlack,66.7,%
yosys,ys_cells,335,
final_timing,setup_viol,0,
floorplanning,die_w,88.3,µm
global_routing,grt_start_max_net_pins,28,
cts,cts-root-buf,"clkbuf_8",
yosys,synth_area,3730,µm²
yosys,edf_count,29,
min_path,hold_path.class,"in -> async",
detailed_routing,antenna_left,0,
setup_path,slowest_delay,0.47,ns
global_routing,grt_pass1_vias,2169,
cts,clkSinkCount,74,
setup_path,path_class,"reg -> reg",
outcome,status,"finished clean",
setup_path,path_buffers,1,
place,io_buffers,30,
yosys,ys_area,3730,µm²
yosys,syn_inst,335,
yosys,yosysWarnings,5,
yosys,ys.flops,74,
final_timing,rsz0062_at_grt,"false",
global_routing,grtUsageMet2,25.0,%
final_timing,worst_slew_pin_slew,0.496,ns
cts,h-tree-depth,3,
setup_path,reg2reg_slack,1.39,ns
final_timing,whs,0.317,ns
floorplanning,ioPinCount,31,
detailed_routing,routedWlPerCell,12.9,µm
setup_path,critPathArrivalTime,2.43,ns
place,gp_congestion,0.858,
final_layout,syn_to_final_growth,16.2,%
setup_path,cp_max_fo,6,
final_timing,maxSlewViolCount,0,
global_routing,grt_pass1_wl,10100,µm
cts,clkSlewWorstSetupHoldPaths,0.08,ns
global_routing,antenna_found_initial,0,
setup_path,reg2reg_depth,7,
yosys,synth.avg_cell_area,11.1,µm²
cts,cts_setup_buffers,0,
final_timing,fmax,452,MHz
floorplanning,initial_core_util,51.7,%
yosys,yosys.cell_types.count,47,
detailed_routing,drcViolationCount,0,
detailed_routing,vias,2473,
yosys,top_area_share,30.2,%
detailed_routing,diodes,0,
final_timing,setup-tns-final,0,ns
global_routing,use_met3,2.55,%
setup_path,crit_path_top_delay_cell,"nor4_4",
floorplanning,dieHeight,88.3,µm
==> routing by layer <==
| metal | wire, µm | share of wire [%] |
|---|---|---|
| met5 | 0 | 0 |
| met4 | 108 | 1.8 |
| met3 | 189 | 3.1 |
| met2 | 2680 | 44 |
| met1 | 3120 | 51 |
==> how the worst max path moves through the flow <==
stage,start,slack [ns],endpoint,cells after the start
after CTS,tenth_of_second[1],1.38,dec_seconds[4],7
after global routing,tenth_of_second[1],1.25,dec_seconds[4],7
final,tenth_of_second[1],1.39,dec_seconds[4],7
==> sequential cells by signal (all words and copies together) (netlist names) <==
name                            count
dec_seconds                         7
HEX1                                7
HEX0                                7
HEX2                                7
tenth_of_second                     7
HEX3                                7
hundredth_module.pulse_counter     17
ctrl_module.device_running          1
unit_seconds                        7
hundredth_of_second                 7
==> final cells by class <==
cell class / count / area, µm² / share of cell area (%)
timing repair buffer: 32 / 310 / 7.17
multi-input combinational: 237 / 1630 / 37.6
tap: 99 / 124 / 2.86
sequential: 74 / 2000 / 46.1
clock buffer: 11 / 131 / 3.03
inverter: 16 / 60.1 / 1.39
clock inverter: 5 / 78.8 / 1.82
==> where the power goes <==
part	internal, µW	switching (µW)
clock	390	290
combinational	122	104
sequential	940	68.7
==> cell usage after synthesis (all sizes together) (2+ instances only) <==
library cell,number
xnor2,17
o21ai,24
nor3,12
nand3,21
a21oi,12
and2,3
and4,3
dfrtp,45
nor2b,3
mux2,3
nor2,31
and3,5
nor4,8
nand4,9
edfxtp,29
o21bai,2
nand2,27
mux2i,3
and2b,3
xor2,8
nor4b,3
ha,21
o31ai,7
inv,16
nand2b,3
clkbuf,6
==> logic make-up (layout without fill, tap and decap cells) <==
| logic type | Yosys count | in the layout | share of synthesized area [%] |
|---|---|---|---|
| xor gates and xnor gates | 25 | 25 | 5.87 |
| DFF | 74 | 74 | 53.6 |
| buffers and inverters | 24 | 64 | 2.72 |
| AOI/OAI and AO/OA | 48 | 48 | 7.22 |
| muxes | 6 | 6 | 1.71 |
| and+or+nand+nor | 137 | 137 | 21.9 |
| adders and majority gates | 21 | 21 | 7.05 |
==> through the flow <==
step / setup slack, ns / util (%) / instance area, µm² / std cells
after floorplan: 1.62 / - / 3730 / 335
after global placement: 1.50 / 57.1 / 4120 / 458
after detailed placement: 1.41 / 57.1 / 4120 / 458
after CTS: 1.38 / 60.0 / 4330 / 474
after global routing: 1.25 / 60.0 / 4330 / 474
final: 1.39 / 60.0 / 4330 / 474
==> placed cells by master, fill, tap and decap left out, types with 2 or more instances in the layout <==
cell and count:
o21bai_1 2, and2_1 3, mux2i_1 3, inv_1 16, nor2_1 31, nor4_1 5
nor2b_1 3, bufinv_16 2, clkbuf_1 2, mux2_2 2, and4_1 2, ha_1 21
o21ai_0 24, a21oi_1 12, nand2b_1 3, xor2_1 8, nand2_1 26, xnor2_1 17
nor4b_4 2, and3_1 5, nor3_1 11, buf_4 2, clkbuf_8 9, dfrtp_1 45
nor4_4 2, clkdlybuf4s50_1 29, o31ai_1 7, and2b_2 3, nand3_1 19, clkinv_2 2
nand4_1 8, edfxtp_1 29
Power figures rest on the tool's default switching activity, not on a simulated workload.
