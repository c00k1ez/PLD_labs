File: flow/design.v
module miriscv_alu(
	input 	[6-1:0] 	operator_i,
	input 	[31:0] 					operand_a_i,
	input 	[31:0] 					operand_b_i,
	output reg[31:0]		 			result_o,
	output reg							comparison_result_o
);
	always@(*) begin
		case(operator_i)
			6'b011000:
				begin
					result_o <= operand_a_i + operand_b_i;
					comparison_result_o <= 0;
				end
			6'b011001:
				begin
					result_o <= operand_a_i - operand_b_i;
					comparison_result_o <= 0;
				end
			6'b101111:
				begin
					result_o <= operand_a_i ^ operand_b_i;
					comparison_result_o <= 0;
				end
			6'b101110:
				begin
					result_o <= operand_a_i | operand_b_i;
					comparison_result_o <= 0;
				end
			6'b010101:
				begin
					result_o <= operand_a_i & operand_b_i;
					comparison_result_o <= 0;
				end
			6'b100100:
				begin
					result_o <= operand_a_i >>> operand_b_i;
					comparison_result_o <= 0;
				end
			6'b100101:
				begin
					result_o <= operand_a_i >> operand_b_i;
					comparison_result_o <= 0;
				end
			6'b100111:
				begin
					result_o <= operand_a_i << operand_b_i;
					comparison_result_o <= 0;
				end
			6'b000000:
				begin
					result_o <= ($signed(operand_a_i) < $signed(operand_b_i)) ? 1 : 0;
					comparison_result_o <= result_o;
				end
			6'b000001:
				begin
					result_o <= (operand_a_i < operand_b_i) ? 1 : 0;
					comparison_result_o <= result_o;
				end
			6'b001010:
				begin
					result_o <= ($signed(operand_a_i) >= $signed(operand_b_i)) ? 1 : 0;
					comparison_result_o <= result_o;
				end
			6'b001011:
				begin
					result_o <= (operand_a_i >= operand_b_i) ? 1 : 0;
					comparison_result_o <= result_o;
				end
			6'b001100:
				begin
					result_o <= (operand_a_i == operand_b_i) ? 1 : 0;
					comparison_result_o <= result_o;
				end
			6'b001101:
				begin
					result_o <= (operand_a_i != operand_b_i) ? 1 : 0;
					comparison_result_o <= result_o;
				end
			default:
				begin
					result_o <= 0;
					comparison_result_o <= 0;
				end
		endcase
	end
endmodule
File: flow/run.sh
#!/bin/bash
# OpenROAD 26Q1-2900-gdf79404cd8, Yosys 0.63+post, stock flow scripts
make -C /OpenROAD-flow-scripts/flow DESIGN_CONFIG=/design/flow/config.mk WORK_HOME=/design/flow/orfs finish
File: flow/config.mk
export PLATFORM = sky130hd
export DESIGN_NAME = miriscv_alu
export DESIGN_NICKNAME = miriscv_alu
export VERILOG_FILES = /design/flow/design.v
export SDC_FILE = /design/flow/constraint.sdc
export NUM_CORES = 4
export LEC_CHECK = 1
export CORE_UTILIZATION = 50
File: flow/constraint.sdc
current_design miriscv_alu

set clk_period 13.4
set clk_io_pct 0.2

create_clock -name clk0 -period $clk_period

set non_clock_inputs [all_inputs -no_clocks]
set_input_delay [expr $clk_period * $clk_io_pct] -clock clk0 $non_clock_inputs
set_output_delay [expr $clk_period * $clk_io_pct] -clock clk0 [all_outputs]
==> reports/summary.txt <==
data arrival time of the worst path: 8.01 ns
Gate Count Post-Synth: 1357
Row Count: 48
chip area: 18300 sq um
status: complete, no violations
Final Hold Viols: 0
flop count: 0
worst slew pin tran: 1.29 ns
# diodes: 0
Cell Chain, Critical Path: clkdlybuf4s50_1 > buf_4 > clkinv_1 > ha_1 > nor4_1 > nand3_1 > nor4_2 > xnor2_1 > nand3b_1 > a21oi_1 > a2111oi_0 > o21ai_1 > and3_1 > clkdlybuf4s50_1
Critical path buffers and inverters: 4
Syn Area/Cell: 6.54 sq um
RSZ-0062 raised after global routing: false
initial antenna violation count: 0
post-route minimum period: 10.69 ns
max-cap violations: 0
yosys simple share: 24.7%
slowest cell delay on critical path: 1.11 ns
DR pass1 iterations: 6
Port Buf Inserts: 103
Core Footprint: 17300 sq um
tool warnings: 97
Area Growth Syn to Fin: 11.8%
I/O Pins: 103
library cells used by synthesis: 89
Tot Pwr: 347 uW
CTS resizes: 0
sequential share of the synthesized area: 0%
DR DRC count: 0
post-synthesis compound-gate area fraction: 33.8%
Worst Hold Class: in2out
setup TNS: 0 ns
vias per std cell: 6.88
Fin Hold WS: 6.29 ns
Worst Setup End Kind: primary output
worst slew margin relative to its limit: 11.8%
register area: 0 sq um
CP Data Required Time: 10.72 ns
CP Launch Type: primary input
yosys xor share: 2.17%
WL final: 40.3 mm
adder share: 14.0%
largest net degree at the start of global routing: 66
clkbuf count: 0
Dominant combinational family: AND-OR/OR-AND gates
Setup Buffers After CTS: 0
Init Core Util: 51.3%
count of final max-slew check failures: 0
Die Wd: 135 um
fraction of layout cells with a size suffix above 1: 6.74%
grt ovf: 0
Pleak: 0.00407 uW
delay-heaviest family, CP: buffers and inverters
vias in the first global route: 9715
worst-path fanout max: 35
WL/cell: 25.1 um
# setup viols final: 0
Iteration-0 DRC Markers: 1458
Peak Freq: 93.5 MHz
DIE HEIGHT: 135 um
# hold bufs at CTS: 0
detailed-route via count: 11000
CP max stage cell: a2111oi_0
global-route wire length before repair: 59.3 mm
path type of the worst setup path: in2out
Total GRT Usage: 44.2%
synthesis warning total: 1
CP dominant cell by count: clkdlybuf4s50_1
Antenna Nets Post-Route: 0
cells in synth_stat.txt: 1357
post-detail-place hpwl: 31.9 mm
Synth Cell Area: 8880 sq um
PwrDens: 35.0 nW/um^2
Placer Congestion: 1.07
Yosys chip area: 8880 sq um
Post-synth mux share: 16.0%
Period Utilization, post-route: 79.8%
Peak VDD IR: 0.0000392 V
==> power breakdown <==
part           leakage, uW  switching [uW]  total, uW  internal (uW)
sequential               0               0          0              0
combinational      0.00407             214        347            133
clock                    0               0          0              0
==> layer usage <==
layer / GRT usage [%] / up-vias / part of all wire [%]
li1: - / 5084 / -
met1: 60.4 / 5129 / 41
met2: 64.2 / 727 / 42
met3: 15.2 / 103 / 13
met4: 16.0 / 0 / 4.3
met5: 0 / - / 0
==> cells by family after synthesis <==
kind of cell | Yosys count
and+or+nand+nor | 468
AOI/OAI and AO/OA | 455
buffers and inverters | 207
muxes | 107
adders and majority gates | 98
xor gates and xnor gates | 22
==> path summary, 6_finish.rpt <==
path / startpoint / to / cells past startpoint
setup / recovery: operand_b_i[4] / comparison_result_o / 14
hold / removal: operator_i[0] / result_o[27] / 4
==> final cells by class <==
type | count | area (sq um)
Inverter | 100 | 375
Tap cell | 225 | 282
Fill cell | 1692 | 7370
Multi-Input combinational cell | 1150 | 8050
Timing Repair Buffer | 130 | 1210
==> placed cells by master, fill, tap and decap left out, types with 13 or more instances in the layout <==
master and count:
clkdlybuf4s50_1 98, a21o_1 16, nand2_1 130, nor3_1 48
o221ai_1 15, nand3_1 29, inv_1 96, a31oi_1 13
a21oi_1 122, a211oi_1 20, mux4_2 27, xnor2_1 17
mux2i_1 69, nor4_1 23, a22oi_1 16, o21ai_0 113
nor2_1 153, ha_1 96, buf_4 28
==> Yosys cell counts (8+ instances only) <==
cell | instances | share of area [%]
nor2b_1 | 12 | 0.85
nor2_1 | 153 | 6.5
a211oi_1 | 20 | 1.7
a21o_1 | 16 | 1.4
mux2i_1 | 69 | 7.8
a221oi_1 | 12 | 1.2
nand4_1 | 11 | 0.78
o221ai_1 | 15 | 1.5
xnor2_1 | 17 | 1.7
ha_1 | 96 | 14
o21bai_1 | 10 | 0.85
o31ai_1 | 9 | 0.76
o22ai_1 | 8 | 0.56
nor4_1 | 24 | 1.7
a21oi_1 | 122 | 6.9
mux4_2 | 27 | 6.8
nor3_1 | 48 | 2.7
inv_1 | 97 | 4.1
nand2_1 | 130 | 5.5
nand3_1 | 29 | 1.6
a22oi_1 | 16 | 1.4
a2111oi_0 | 8 | 0.79
buf_2 | 16 | 0.90
clkbuf_1 | 74 | 3.1
nand2b_1 | 12 | 0.85
a31oi_1 | 13 | 0.92
o21ai_0 | 113 | 6.4
o211ai_1 | 11 | 0.93
buf_1 | 10 | 0.42
mux2_2 | 11 | 1.4
and3_1 | 10 | 0.70
==> metrics by stage <==
stage	util, %	setup WS [ns]	cells	cell area [sq um]
final	57.4	2.71	1605	9920
after CTS	57.4	2.86	1605	9920
after global placement	57.4	2.92	1605	9920
after floorplan	-	4.73	1357	8880
after global routing	57.4	2.46	1605	9920
after detailed placement	57.4	2.89	1605	9920
Power and IR drop assume default switching activity.
