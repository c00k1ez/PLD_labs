`flow/design.v`:
```
module Personal_task(
input[9:0] SW,
input[1:0] KEY,
input CLK,
output reg[6:0] HEX0,
output reg[6:0] HEX1,
output[9:0] LEDR);
	reg[9:0] shift_reg;
	reg[6:0] cnt;
	reg[3:0] cnt_zero;
	reg[3:0] cnt_ones;
	reg tens;
	reg[6:0] units; 
	initial begin
		cnt = 7'b0000000;
		shift_reg <= 10'b0000000000;
		cnt_ones = 4'b0000;
		cnt_zero = 4'b1010;
		tens = 1'b0;
		units = 7'b0000000;
	end
	always@(posedge CLK) begin
		if (!KEY[1]) begin  
			cnt = 7'b0000000;
			shift_reg <= 10'b0000000000;
			cnt_ones = 4'b0000;
			cnt_zero = 4'b1010;
			tens = 1'b0;
			units = 7'b0000000;
		end else begin
			if (!KEY[0]) begin  
				shift_reg <= SW;
				cnt_ones = shift_reg[0] + shift_reg[1] + shift_reg[2] + shift_reg[3] + shift_reg[4] + shift_reg[5] + shift_reg[6] + shift_reg[7] + shift_reg[8] + shift_reg[9];
				cnt_zero = 10 - cnt_ones;
				if (cnt_ones > cnt_zero) begin 
					cnt = cnt + 1'b1;
				end
			end
		end
		tens = cnt > 9 ? 1 : 0;
		units = cnt - ({7{tens}} & 7'b0001010);
	end
	always@(units) begin
		case (units)
			7'b0000000: HEX0 = 7'b1000000;
			7'b0000001: HEX0 = 7'b1111001;
			7'b0000010: HEX0 = 7'b0100100;
			7'b0000011: HEX0 = 7'b0110000;
			7'b0000100: HEX0 = 7'b0011001;
			7'b0000101: HEX0 = 7'b0010010;
			7'b0000110: HEX0 = 7'b0000010;
			7'b0000111: HEX0 = 7'b1111000;
			7'b0001000: HEX0 = 7'b0000000;
			7'b0001001: HEX0 = 7'b0010000;
			default: HEX0 = 7'b0000000;
		endcase
	end
	always@(tens) HEX1 = tens < 1 ? 7'b1000000 : 7'b1111001;
	assign LEDR = shift_reg;
endmodule
```
`flow/run.sh`:
```
#!/bin/bash
# OpenROAD 26Q1-2900-gdf79404cd8, Yosys 0.63+post, stock flow scripts
make -C /OpenROAD-flow-scripts/flow DESIGN_CONFIG=/design/flow/config.mk WORK_HOME=/design/flow/orfs finish
```
`flow/config.mk`:
```
export PLATFORM = sky130hd
export DESIGN_NAME = Personal_task
export DESIGN_NICKNAME = Personal_task
export VERILOG_FILES = /design/flow/design.v
export SDC_FILE = /design/flow/constraint.sdc
export NUM_CORES = 4
export LEC_CHECK = 1
export CORE_AREA = 10 10 93 93
export DIE_AREA = 0 0 103 103
```
`flow/constraint.sdc`:
```
current_design Personal_task

set clk_period 7.1
set clk_io_pct 0.2

create_clock -name clk0 -period $clk_period [get_ports {CLK}]

set non_clock_inputs [all_inputs -no_clocks]
set_input_delay [expr $clk_period * $clk_io_pct] -clock clk0 $non_clock_inputs
set_output_delay [expr $clk_period * $clk_io_pct] -clock clk0 [all_outputs]
```
==> deck_impl_summary.md <==
Physical Implementation Snapshot

Place
  – Post-DP HPWL: approximately 2.4 mm
  – Placed cells: about 270
  – Setup WS pre-CTS: around 1.3 ns
  – I/O Buffers: 33
  – Final RePlAce weighted congestion: between 0.7 and 0.8

Synth
  – Distinct cells, synth: 38
  – Yosys top cell area share: a little under a third
  – EDFF count, synth: 0
  – Yosys stat chip area: 0.00158 mm^2
  – Ranking of synthesized cells by area: dfxtp_1, ha_1, mux2i_1, fa_1, nor2b_1
  – Yosys Warn Count: 1
  – Commonest cells in the netlist: dfxtp_1, inv_1, mux2i_1, nor2b_1, ha_1
  – Synth Area per Inst: about 9.2 um^2
  – Yosys reg bits: 24
  – Ys async rst share: 0%
  – Main flop type: dfxtp_1
  – Ys cells: between 150 and 200
  – Post-Syn Area: roughly 0.0016 mm^2
  – Post-synth seq share: 30.5%
  – Synthesized instance count: around 170
  – Area leader, netlist: dfxtp_1
  – Count leader, synth: dfxtp_1

Pwr
  – Power per cell area: between 150 and 200 mW/mm^2
  – NetSw: between 0.1 and 0.15 mW
  – Pint: ~0.28 mW
  – Clk network pwr share: a little under a third
  – Seq pwr share: a little under two fifths
  – Max VDD drop: between 0.1 and 0.15 mV
  – Pleak: 0.878 nW
  – Switching Fraction: ~28%
  – Comb pwr share: 31.9%

Floorplan
  – # IOs: 37
  – Num rows: 30
  – Area of the core: slightly below 0.007 mm^2
  – Chip Area: 0.0106 mm^2
  – Floorplan utilization: about a quarter
  – Chip width: around 100 um
  – DIE HEIGHT: approximately 100 um

STA
  – Final max-slew violation count: 0
  – Worst clock skew: between 0.006 and 0.007 ns
  – Max Clock Freq: about 170 MHz
  – Final period util: between 80% and 90%
  – Slew margin rel.: roughly 51%
  – RSZ-0062 raised after global routing: false
  – Final hold vios: 0
  – Final setup vio count: 0
  – Setup ws final: between 1 and 1.5 ns
  – Tmin final: about 5.8 ns
  – Slew @ Worst Pin: approximately 0.74 ns
  – Fin Setup TNS: 0 ns

Cells and area
  – Final Non-Filler Cells: 276
  – Fill cells: 704
  – Ratio of cells with drive above 1 in the final layout: roughly 5.1%
  – Synth-to-Final Area Change: 27.1%
  – Post-route core utilization: between 20% and 30%
  – Largest register FFs: 10

Route
  – N_diodes: 0
  – Via count of the routed design: 1,128
  – Routed WL per cell: 10.9 um
  – WL final: 3.01 mm
  – Vias per inst: around 4.1
  – Antenna-violating nets left: 0
  – DRC violations left: 0
  – DR pass1 iterations: 4
  – 1st-iter DRT viols: around 50

Clock tree
  – Cts bufs inserted: 3
  – Clock buffer depth: 2
  – CTS tree: built
  – CTS root buf: clkbuf_8
  – Worst skew pair latency: 0.27 ns
  – CTS-repair resized insts: 0
  – H-tree Lvls: 1
  – # Post-CTS Setup Buffers: 0
  – Clock sink count: 24
  – Hold buffers post-CTS: 0
  – Clock transition at the registers of the reported paths: ~0.09 ns

Setup path
  – Worst endpoint data arrival time: ~6 ns
  – Worst-path maximum fanout: 5
  – Crit end category: register
  – Crit-path cells: inv_1, fa_1, fa_1, fa_1, inv_1, ha_1, inv_1, fa_1, nor2b_1, ha_1, nor2b_1, mux2i_1, o221a_1, or3_1, mux2i_2, or2_1, a211oi_1, ha_1, a21o_1, a2111oi_2, xor2_1
  – Worst setup SP type: register
  – CP most frequent cell: fa_1
  – WP data required: approximately 7.3 ns
  – Crit path largest cell delay: approximately 0.56 ns
  – CP max-delay cell: fa_1
  – Setup CP Type: register to register

GRT
  – Initial antenna violation count: 0
  – First-pass GRT wire length: 5.09 mm
  – Total gr overflow: 0
  – Pin count of the biggest net entering global routing: 21
  – GR Util All Layers: under 10%
  – Number of global-route vias before repair: approximately 1,100

Job
  – Max_cap viols: 0
  – Tool warning count: 30

Status
  – Status: complete, no violations

Hold path
  – Worst Hold Class: register to register
kinds of logic after synthesis:
kind of cell    share of synthesized area (%)
flops                                    30.5
xor+xnor                                 4.92
buf+inv                                  9.77
other cells                             0.477
mux                                      10.4
simple gates                             19.2
fa+ha+maj                                18.0
compound gates                           6.75
stage by stage:
step                cell area, um^2  hold WS (ns)  total power, mW
floorplan                      1580         0.486            0.233
global placement               1930         0.524            0.274
detailed placement             1930         0.532            0.275
CTS                            2000         0.549            0.400
global route                   2000         0.571            0.425
finish                         2000         0.545            0.394
power by group through the flow:
stage / clock, mW / sequential (mW) / combinational, mW
6_report: 0.122 / 0.146 / 0.126
4_1_cts: 0.126 / 0.147 / 0.128
5_1_grt: 0.132 / 0.148 / 0.145
cells in the final DEF, fill, tap and decap left out, types with 5 or more instances in the layout:
master and instances:
a21oi_1 6, clkdlybuf4s50_1 33, dfxtp_1 24, fa_1 6, ha_1 13, inv_1 20
mux2i_1 15, nand2_1 7, nand2b_1 5, nor2_1 9, nor2b_1 14
per-layer routing:
layer	vias up	GRT usage, %	part of all wire [%]	wire [um]
li1	596	-	-	-
met1	506	8.11	49	1490
met2	22	9.41	45	1350
met3	4	0.948	4.0	120
met4	0	0.963	1.5	45
met5	-	0	0	0
cell type report:
type	instances	area [um^2]	share of cell area [%]
multi-input combinational	115	945	47.2
sequential	24	480	24.0
timing repair buffer	33	330	16.5
tap	80	100	5.00
inverter	20	75.1	3.75
clock buffer	3	41.3	2.06
clock inverter	1	30.0	1.50
critical path: cells and delay by family (launching register included):
family / cells / cell delay (ns)
DFF: 1 / 0.35
adders and majority gates: 7 / 2.76
buffers and inverters: 3 / 0.17
and+or+nand+nor: 4 / 1.02
AOI/OAI and AO/OA: 4 / 0.96
xor gates and xnor gates: 1 / 0.17
muxes: 2 / 0.32
final timing paths:
| path | start | to | slack, ns | cells past startpoint |
|---|---|---|---|---|
| worst max-delay path | shift_reg[0] | units[6] | 1.32 | 21 |
| worst min-delay path | shift_reg[0] | shift_reg[0] | 0.54 | 2 |
| worst max register to register | shift_reg[0] | units[6] | 1.32 | 21 |
| worst min register to register | shift_reg[0] | shift_reg[0] | 0.54 | 2 |
Power is estimated from default activity; no workload was simulated.
